--- ./design.v ---
module ID_EX_Reg(
    input clk,
    input [31:0] RD1_in, RD2_in, SE_in, PC_in,
    input [4:0] rs_in, rt_in, rd_in,
    input [7:0] control_in,  
    output reg [31:0] RD1_out, RD2_out, SE_out, PC_out,
    output reg [4:0] rs_out, rt_out, rd_out,
    output reg [7:0] control_out
);
    always @(posedge clk) begin
        PC_out <= PC_in;
        RD1_out <= RD1_in;
        RD2_out <= RD2_in;
        SE_out <= SE_in;
        rs_out <= rs_in;
        rt_out <= rt_in;
        rd_out <= rd_in;
        control_out <= control_in;
    end
endmodule
--- ./run.sh ---
#!/bin/bash
# OpenROAD 26Q1-2900-gdf79404cd8, Yosys 0.63+post, stock flow scripts
make -C /OpenROAD-flow-scripts/flow DESIGN_CONFIG=/design/flow/config.mk WORK_HOME=/design/flow/orfs finish
--- ./config.mk ---
export PLATFORM = sky130hd
export DESIGN_NAME = ID_EX_Reg
export DESIGN_NICKNAME = ID_EX_Reg
export VERILOG_FILES = /design/flow/design.v
export SDC_FILE = /design/flow/constraint.sdc
export NUM_CORES = 4
export LEC_CHECK = 1
export CORE_AREA = 10 10 184 184
export DIE_AREA = 0 0 194 194
--- ./constraint.sdc ---
current_design ID_EX_Reg

set clk_period 1.0
set clk_io_pct 0.2

create_clock -name clk0 -period $clk_period [get_ports {clk}]

set non_clock_inputs [all_inputs -no_clocks]
set_input_delay [expr $clk_period * $clk_io_pct] -clock clk0 $non_clock_inputs
set_output_delay [expr $clk_period * $clk_io_pct] -clock clk0 [all_outputs]
==> results.toml <==
# synthesis and place-and-route metrics
[route]
wirelength_mm = 11.6
via_per_inst = 2.60
drt_first_pass_iters = 4
routed-via-count = 2269
num_antenna_cells = 0
drt_iter0_drc = 23
final_antenna_net_count = 0
wire_per_inst_um = 13.3
remaining_drc_errors = 0

[yosys]
ys_seq_elements = 151
synth_cell_type_count = 1
ys_cells = 151
synth.top_cell.area_share = 1.00
ys_seq_share = 1.00
avgSynthCellArea_um2 = 20.0
ys_area_um2 = 3020
synth.area.top_cells = "dfxtp_1 (100%)"
yosys_warnings = 1
yosysTopAreaCell = "dfxtp_1"
netlist_area_um2 = 3020
postSynthCellCount = 151

[run_status]
status = "finished with violations"
violations = "negative setup slack"

[place]
place_congestion = 0.783
io_buffers = 302
placedCellCount = 843
place_area_um2 = 6530
pre_cts_slack_ns = -0.0324

[setup_path]
worstPathCellList = "buf_2"
criticalPathCategory = "reg2out"
crit_slowest_cell = "dfxtp_2"
critPathTopFamily = "flip-flops"
critPathBufInv = 1
start_kind = "register"
cp-end-kind = "output pin"
worst-path-max-fanout = 1
required_ns = 0.80
crit_arrival_ns = 0.85
critPathMaxStageDelay_ns = 0.31

[final_timing]
timing.fmax_mhz = 953
maxSlewHeadroom = 0.871
tightest_slew_ns = 0.193
min_period_ns = 1.05
setup_ws_ns = -0.0494
finalCritPeriodShare = 1.05
finalHoldViolCount = 0
setup_violations = 151
slew_violations = 0
rsz0062_at_grt = "true"

[floorplanning]
chipWidth_um = 194
die_h_um = 194
core_area_um2 = 29800
placementRows = 63
fp_util = 0.101
io_pins = 303
dieArea_um2 = 37600

[global_routing]
grt_max_degree = 17
grt-ovfl-total = 0
grt_first_pass_wirelength_mm = 16.9
antenna_found_initial = 0
grt_pass1_vias = 2460
grtUsageTotal = 0.0599

[worst_hold_path]
hold_depth = 1
holdPathEnd = "PC_out[16]"
hp-start = "PC_in[16]"
worst_hold_path_type = "in2reg"

[power_and_ir_drop]
ir_worst_vdd_mv = 1.07
power_leakage_uw = 0.00275
powerDensity_nw_per_um2 = 2160

[cts]
clk_pin_slew_ns = 0.06
clockRootBuffer = "clkbuf_16"
numCtsBuffers = 17
h-tree-depth = 4
clock-sinks = 151
cts_tree = "built"
clock_path_buffers = 2
cts_setup_buffers = 0

[flow_run]
max-cap-violations = 0
warnings = 27

[finish]
areaGrowthSynthToFinish_pct = 112
layoutNonFillerInstCount = 874
final_layout_size_suffix_gt1_frac = 0.405
comb_area_um2 = 0
design_area_um2 = 6410
num-multi-input-gates = 0
[how the worst max path moves through the flow]
stage	startpoint	depth (start not counted)	endpoint
after CTS	RD2_out[3]	1	RD2_out[3]
after global routing	rd_out[3]	1	rd_out[3]
final	rd_out[3]	1	rd_out[3]
[routing by layer]
metal | wire [um] | vias up | track usage | part of all wire
met5 | 0 | - | 0 | 0
met4 | 218 | 0 | 0.0108 | 0.019
met3 | 1260 | 14 | 0.0327 | 0.11
met2 | 5980 | 137 | 0.103 | 0.51
met1 | 4160 | 1006 | 0.0642 | 0.36
li1 | - | 1112 | - | -
[where the power goes]
group | switching [uW] | internal [uW]
Clock | 2560 | 4040
Combinational | 149 | 708
Sequential | 61.0 | 6340
Total | 2770 | 11100
[registers in the layout, indices dropped and copies added (netlist names)]
register / count
rd_out: 5
RD2_out: 32
PC_out: 32
RD1_out: 32
control_out: 8
SE_out: 32
rs_out: 5
rt_out: 5
[cell type report]
cell class | count | area, um^2
Sequential cell | 151 | 3040
Clock buffer | 20 | 457
Timing Repair Buffer | 302 | 2280
Clock inverter | 11 | 148
Fill cell | 3233 | 23400
Tap cell | 390 | 488
[cells in the final DEF, fill, tap and decap left out, types with 2 or more instances in the layout]
cell / n
buf_2: 149
buf_6: 2
bufinv_16: 3
clkbuf_16: 17
clkbuf_8: 2
clkdlybuf4s50_1: 151
clkinv_2: 2
clkinvlp_4: 4
dfxtp_1: 136
dfxtp_2: 15
[per-stage QoR]
step | util | total power, uW | setup TNS, ns | hold WS (ns)
after CTS | 0.214 | 14200 | -10.79 | 0.161
after detailed placement | 0.219 | 7730 | -0.0792 | 0.652
after global placement | 0.219 | 7720 | -0.0950 | 0.649
final | 0.215 | 13900 | -3.40 | 0.209
after global routing | 0.215 | 14500 | -11.87 | 0.173
after floorplan | - | 6460 | 0 | 0.228
[repair_timing]
| action | in CTS | in global routing |
|---|---|---|
| hold buffers | 0 | 0 |
| gates resized | 490 | 14 |
| endpoints found under the setup margin | 151 | 151 |
[cells in the mapped netlist]
library cell / number
dfxtp_1: 151
[cells by family after synthesis]
logic type	count (synthesis)	share of synthesized area
flip-flops	151	1.00
No activity file was given, so power comes from the tool's default toggle rates.
