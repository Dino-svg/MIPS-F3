`design.v`:
```
module ALU(
    input wire [31:0] A,
    input wire [31:0] B,
    input wire [2:0]  Sel,
    output reg [31:0] R
);
always@(*) 
	begin
		case (Sel)
			3'b000: R = A & B;        				 
			3'b001: R = A | B;        				 
			3'b010: R = A + B;       				 
			3'b110: R = A - B;        				 
			3'b111: R = (A < B) ? 32'd1 : 32'd0; 	 
			default: R = 32'd0;       				 
		endcase
	end
endmodule
module ALU_control(
    input wire [5:0]op,
    input wire [2:0]Op_in,
    output reg [2:0]Op_out
);
always@(*) 
	begin
		case (Op_in)
			3'b010:									 
				case (op)
					6'b100000: Op_out = 3'b010;		 
					6'b100010: Op_out = 3'b110;		 
					6'b100100: Op_out = 3'b000;		 
					6'b100101: Op_out = 3'b001;		 
					6'b101010: Op_out = 3'b111;		 
				endcase
			3'b001: Op_out = 3'd0;        			 
			3'b000: Op_out = 3'd0;       			 
			default: Op_out = 3'd0;       			 
		endcase
	end
endmodule
`timescale 1ns/1ns
module BR(
    input clk,                 
    input [4:0] adrsReadA,
    input [4:0] adrsReadB,
    input [4:0] adrsWrite,
    input RegEn,
    input [31:0] write,
    output reg [31:0] readA,
    output reg [31:0] readB,
    input jal   
);
reg [31:0] BR_in [0:31];
integer i;
initial begin
    BR_in[0]  = 32'd0;     
    BR_in[5]  = 32'd20;    
    BR_in[6]  = 32'd12;    
    BR_in[7]  = 32'd55;    
    BR_in[8]  = 32'd72;    
    BR_in[9]  = 32'd100;   
    BR_in[15] = 32'd999;   
    BR_in[31] = 32'd0;     
    for (i = 1; i <= 4; i = i + 1) begin
        BR_in[i] = 32'd0;
    end
    for (i = 10; i <= 14; i = i + 1) begin
        BR_in[i] = 32'd0;
    end
    for (i = 16; i <= 30; i = i + 1) begin
        BR_in[i] = 32'd0;
    end
end
always @(*) begin
    readA = BR_in[adrsReadA];
    readB = BR_in[adrsReadB];
end
always @(posedge clk) begin
    if (RegEn) begin
        if (jal)
            BR_in[31] <= write; 
        else
            BR_in[adrsWrite] <= write;
    end
end
endmodule
`timescale 1ns/1ns
module DPTR(
    input clk,
    input reset,
    input wire [31:0] instruccion, 
    input wire [31:0] PC,
    input wire [31:0] PC_plus_4,
    output wire [31:0] resultadoALU,
    output wire [31:0] jump_address,
    output wire jump,
    output wire [31:0] next_PC
);
wire [31:0] r1, r2, r3, r5, r6, r7;
wire [8:0] out_control; 
wire [2:0] r4;
wire [31:0] imm_ext;
wire PCSrc;
wire [31:0] BranchAddr;
wire jal;
JumpAddressCalculator jump_calc(
    .PC_plus_4(PC_plus_4),
    .target_address(instruccion[25:0]),
    .jump_address(jump_address)
);
BR inst_BR(
    .clk(clk), 
    .adrsReadA(instruccion[25:21]), 
    .adrsReadB(instruccion[20:16]), 
    .adrsWrite(instruccion[15:11]), 
    .RegEn(out_control[8]), 
    .write(jal ? PC_plus_4 : r1), 
    .readA(r2), 
    .readB(r3),
    .jal(out_control[0]) 
);
DataMem inst_memoria(
    .address(r5), 
    .MemToWrite(out_control[5]), 
    .dataWrite(r3), 
    .dataRead(r7)
);
ALU inst_ALU(
    .A(r2), 
    .B(out_control[3] ? imm_ext : r3), 
    .Sel(r4), 
    .R(r5)
);
multiplexor inst_mux(
    .A_mux(r7), 
    .B_mux(r5), 
    .mux_sel(out_control[7]), 
    .salida_mux(r1)
);
Unidad_control inst_control(
    .OPcode(instruccion[31:26]), 
    .salida_control(out_control)
);
ALU_control inst_AluControl(
    .op(instruccion[5:0]), 
    .Op_in(out_control[6:4]), 
    .Op_out(r4)
);
SignExtend sign_ext(
    .imm(instruccion[15:0]), 
    .imm_ext(imm_ext)
);
assign PCSrc = out_control[4] & ((r2 == r3));  
assign BranchAddr = PC_plus_4 + (imm_ext << 2);
assign jump = out_control[1];  
assign jal = out_control[0];  
assign resultadoALU = r5;
endmodule
`timescale 1ns/1ns
module JumpAddressCalculator(
    input [31:0] PC_plus_4,
    input [25:0] target_address,
    output [31:0] jump_address
);
    assign jump_address = {PC_plus_4[31:28], target_address, 2'b00};
endmodule
`timescale 1ns/1ns
module Unidad_control(
    input wire [5:0] OPcode,
    output reg [8:0] salida_control 
);
    always @(*) begin
        case (OPcode)
            6'b000000: salida_control = 9'b1_1_0_0_0_0_1_0_0;  
            6'b100011: salida_control = 9'b1_0_1_0_0_1_0_0_0;  
            6'b101011: salida_control = 9'b0_0_0_1_0_1_0_0_0;  
            6'b000100: salida_control = 9'b0_0_0_0_1_0_0_0_0;  
            6'b000010: salida_control = 9'b0_0_0_0_0_0_0_1_0;  
            6'b000011: salida_control = 9'b1_0_0_0_0_0_0_1_1;  
            default:   salida_control = 9'b0_0_0_0_0_0_0_0_0;
        endcase
    end
endmodule
module DataMem(
	input  wire[31:0]address,
	input  wire MemToWrite,
	input  wire[31:0] dataWrite,
	output reg [31:0] dataRead
);
reg [31:0]mem_out[0:31];
always@(*)
	begin
	if(MemToWrite) 
	begin
		mem_out[address] = dataWrite;
	end
	if(!(MemToWrite))
	begin
		dataRead = mem_out[address];
	end
end
endmodule
module multiplexor(
    input wire[31:0]A_mux,
    input wire[31:0]B_mux,
    input wire mux_sel,
    output reg[31:0]salida_mux
);
always@(*) 
	begin
		if(mux_sel)
		begin
			salida_mux = A_mux;  
		end
		else
		begin
			salida_mux = B_mux; 
		end
	end
endmodule
module SignExtend(
    input [15:0] imm,      
    output reg [31:0] imm_ext  
);
always @(*) begin
    imm_ext = {{16{imm[15]}}, imm}; 
end
endmodule
```
`run.sh`:
```
#!/bin/bash
# OpenROAD 26Q1-2900-gdf79404cd8, Yosys 0.63+post, stock flow scripts
make -C /OpenROAD-flow-scripts/flow DESIGN_CONFIG=/design/flow/config.mk WORK_HOME=/design/flow/orfs finish
```
`config.mk`:
```
export PLATFORM = sky130hd
export DESIGN_NAME = DPTR
export DESIGN_NICKNAME = DPTR
export VERILOG_FILES = /design/flow/design.v
export SDC_FILE = /design/flow/constraint.sdc
export NUM_CORES = 4
export LEC_CHECK = 1
export CORE_UTILIZATION = 50
```
`constraint.sdc`:
```
current_design DPTR

set clk_period 22.2
set clk_io_pct 0.2

create_clock -name clk0 -period $clk_period [get_ports {clk}]

set non_clock_inputs [all_inputs -no_clocks]
set_input_delay [expr $clk_period * $clk_io_pct] -clock clk0 $non_clock_inputs
set_output_delay [expr $clk_period * $clk_io_pct] -clock clk0 [all_outputs]
```
==> run notes <==
After layout, the minimum clock period comes to 16.63 ns. Before antenna repair, the detailed router went through 27 iterations. Setup total negative slack on the finished layout was measured at 0 ns. The run finished with clean final reports.

Filler cell count: 7808. STA puts the critical path data arrival time at 12.19 ns. At the pin with the least slew margin, the transition time is 1.04 ns. The number of warnings the tools reported is 125, and the die outline area is 0.108 mm². In the final layout, the multi-input gates occupy 0.0210 mm². The critical setup path kind was in2out.

The number of gates resized after cts is 0, and the effective utilization at floorplan is 50.6%. The tools report the number of top-level pins as 195. Count of antenna-violating nets left after detailed routing: 0. The layout summary lists the proportion of cells stronger than drive strength 1 as 33.8%.

The most critical min-delay path falls under reg2reg. The logs give 0 for the remaining global-route overflow and 2 for the number of antenna violations at the first check in global routing. The most common logic cells in the final layout are sky130_fd_sc_hd__edfxtp_1, sky130_fd_sc_hd__mux4_2, sky130_fd_sc_hd__buf_4. Number of buffers on the longest clock path: 3.

For the final setup slack of the worst path, the log shows 5.57 ns. For the total non-filler cell area in the finished layout, the log shows 0.0600 mm². The summed standard-cell area reported by yosys is 0.0535 mm², and the share of the synthesized area in the top cell type is 57.4%.

Looking at the critical path, the highest net fanout was 59. Master of the slowest instance on the critical path: sky130_fd_sc_hd__mux2i_1. The run gives 0 as the number of maximum-capacitance constraint violations. In this run the static leakage power is 0.0196 µW.

The clock-pin slew on the worst setup and hold paths works out to 0.06 ns. The area taken by sequential standard cells is reported as 0.0313 mm². Buffers inserted to repair hold after CTS numbered 0. In this run the critical path is formed by buf_8 > buf_4 > buf_4 > buf_4 > mux4_2 > mux4_2 > mux2i_1 > ha_1 > inv_1 > a21oi_1 > nand2_1 > or3_1 > o21ai_0 > nor2_1 > and3_1 > nor4_1 > nor2_1 > nand2_1 > clkdlybuf4s50_1.

Post-synth design cell area: 0.0535 mm². The pin count of the biggest net entering global routing was 101. The number of global-route vias before repair came out at 33700. Yosys attributes the largest share of cell area to sky130_fd_sc_hd__edfxtp_1, sky130_fd_sc_hd__mux4_2, sky130_fd_sc_hd__ha_1, sky130_fd_sc_hd__dlxtn_1, sky130_fd_sc_hd__mux2_2.

The instance tally after logic synthesis came out at 2942. The library cell with the largest summed area after synthesis is sky130_fd_sc_hd__edfxtp_1. The count of final hold-check violations is 0, and the ratio of total power to cell area is 77.7 mW/mm². The post-CTS setup-driven buffer insertion count was 0; the register-to-register setup slack was 15.36 ns. TritonCTS built the clock tree. The portion of the clock cycle consumed by the worst path in the final layout is 74.9%. The endpoint type of the worst setup path is an output port. At the end of routability-driven placement, the weighted congestion stood at 0.926. For the maximum level of the CTS H-tree, the log shows 3. The run gives 0 for the residual DRC count. The number of clock buffers added by TritonCTS is 103. The final-report setup violation count is 0. The synthesis stat section lists a flop and latch total of 1059. After synthesis, the netlist uses 76 different library cells. In this run, synthesis inferred 1024 flip-flops with an integrated enable. STA classifies the critical path startpoint as a primary input.

Per the synth stats, the proportion of register bits with asynchronous set or reset is 0%. Final hold analysis gives a worst-case slack of 2.01 ns. The tools report the placed standard-cell area as 0.0566 mm². The count of endpoints without a timing constraint is 35, and the final tally of max-slew violations is 0. Measured against its own limit, the worst slew margin works out to 28.9%.

The placement-stage worst setup slack was 5.63 ns. The detailed router finished its first iteration with 1795 violations. Based on the critical path, the design can be clocked at up to 0.0601 GHz. For the worst endpoint required time, the log shows 17.76 ns.

The first global-routing pass estimated 232 mm of wire. In the final routed layout, each cell accounts on average for 35.8 µm. Global routing used 34.6% of the available tracks. The most common logic cell in the final layout is sky130_fd_sc_hd__edfxtp_1. Setup repair after global routing left no endpoint under its margin. The buffer_ports step reported a buffer count of 127. Per the power-grid run, VDD falls by no more than 0.0644 mV.

The detailed placer's ending HPWL came out at 97.7 mm. The post-synthesis to final-layout area growth came out at 12.1%. The main flop type after synthesis is sky130_fd_sc_hd__edfxtp_1. The routed design has 162 mm of wire.

The detail-routed via count per cell was 6.70; the vias after detailed routing was 30400. For reference, the placement row count at floorplan is 119. With the source-to-sink clock delay at the later pin of the worst-skew pair at 0.69 ns, the clock skew after layout is 0.0282 ns.

The run gives 40 as the total of warnings raised by yosys. The timer found 35 register pins that no clock reaches; their paths are not timed. The region available for standard cell placement spans 0.106 mm². Per the OpenROAD floorplan log, the height of the die is 329 µm. In this run the mean area of a mapped cell was 18.2 µm². The tree is rooted in a sky130_fd_sc_hd__clkbuf_16. In the Yosys report the total cell count is 2942.

The horizontal die dimension reported for this design is 329 µm. The library cell appearing most often on the critical path was sky130_fd_sc_hd__buf_4. The delay of the slowest cell on the worst path works out to 0.83 ns.
==> flip-flops by register name (all words and copies together), names as in the netlist <==
name,cells
inst_AluControl.Op_out,3
inst_BR.BR_in,1024
inst_memoria.dataRead,32
==> cell usage after synthesis, drive strengths merged, types with 7 or more instances <==
master and n:
or3 9, o21ai 98, o22ai 15, nand2b 27, a31oi 15, xnor2 24, clkbuf 121, nand3 25
nor3 27, mux4 640, nor3b 8, edfxtp 1024, nor2b 15, dlxtn 35, a21oi 91, inv 101
ha 96, o211ai 8, nor2 103, nor4 7, buf 150, mux2i 34, and3 11, o31ai 14
o221ai 9, o21a 9, o21bai 13, nand2 66, a21o 15, mux2 44, a22oi 9, a211oi 7
==> through the flow <==
step | total power (µW) | cells | util, %
after detailed placement | 2970 | 4344 | 53.6
after global placement | 2960 | 4344 | 53.6
final | 4660 | 4537 | 56.8
after CTS | 4690 | 4536 | 56.7
after global routing | 4820 | 4536 | 56.7
after floorplan | 2720 | 2975 | -
==> critical path, delay by kind of cell <==
family / cells / cell delay (ns)
AOI/OAI and AO/OA: 2 / 0.57
muxes: 3 / 1.90
buffers and inverters: 6 / 2.95
adders and majority gates: 1 / 0.57
and+or+nand+nor: 7 / 1.63
==> final timing paths <==
check                                   from                              end  cells after the start
max reg2reg   inst_BR.BR_in[27][5]$_DFFE_PP_  inst_BR.BR_in[10][28]$_DFFE_PP_                     14
min reg2reg  inst_BR.BR_in[12][19]$_DFFE_PP_   inst_BR.BR_in[0][19]$_DFFE_PP_                      8
max                          instruccion[21]                 resultadoALU[27]                     19
min          inst_BR.BR_in[12][19]$_DFFE_PP_   inst_BR.BR_in[0][19]$_DFFE_PP_                      8
==> cell type report <==
cell class	count	area share, %
sequential	1059	52.1
inverter	101	0.632
clock inverter	69	1.16
clock buffer	123	4.42
tap	1391	2.90
timing repair buffer	249	3.72
multi-input combinational	1544	35.0
antenna	1	0.00417
==> layer usage <==
metal | part of all wire [%] | global-route usage, % | wire, µm
met1 | 29 | 41.2 | 47700
met2 | 46 | 47.7 | 74600
met3 | 22 | 31.5 | 35100
met4 | 2.9 | 7.58 | 4660
met5 | 0.30 | 3.83 | 483
==> logic make-up (layout without fill, tap and decap cells) <==
| group | after synthesis | in the layout | share of synthesized area, % |
|---|---|---|---|
| multiplexers | 718 | 718 | 28.5 |
| adder cells (fa/ha/maj) | 98 | 98 | 2.32 |
| XOR/XNOR | 29 | 29 | 0.474 |
| flip-flops | 1024 | 1024 | 57.4 |
| buffers and inverters | 372 | 542 | 3.22 |
| latches | 35 | 35 | 0.982 |
| AND/OR/NAND/NOR | 314 | 314 | 2.84 |
| other | 1 | 35 | 0.00700 |
| AND-OR/OR-AND | 351 | 351 | 4.24 |
==> where the power goes <==
group          leakage, µW  internal, µW  switching, µW  total, µW
clock              0.00163           995            734       1730
sequential         0.00962          2190          0.668       2200
combinational      0.00835           287            451        737
Power and IR drop assume default switching activity.
