==> flow/run.sh <==
#!/bin/bash
# OpenROAD 26Q1-2900-gdf79404cd8, Yosys 0.63+post, stock flow scripts
make -C /OpenROAD-flow-scripts/flow DESIGN_CONFIG=/design/flow/config.mk WORK_HOME=/design/flow/orfs finish
==> flow/config.mk <==
export PLATFORM = sky130hd
export DESIGN_NAME = EX_MEM_Reg
export DESIGN_NICKNAME = EX_MEM_Reg
export VERILOG_FILES = /design/flow/design.v
export SDC_FILE = /design/flow/constraint.sdc
export NUM_CORES = 4
export LEC_CHECK = 1
export CORE_AREA = 10 10 104 104
export DIE_AREA = 0 0 114 114
==> flow/constraint.sdc <==
current_design EX_MEM_Reg

set clk_period 1.0
set clk_io_pct 0.2

create_clock -name clk0 -period $clk_period [get_ports {clk}]

set non_clock_inputs [all_inputs -no_clocks]
set_input_delay [expr $clk_period * $clk_io_pct] -clock clk0 $non_clock_inputs
set_output_delay [expr $clk_period * $clk_io_pct] -clock clk0 [all_outputs]
==> flow/design.v <==
module EX_MEM_Reg(
    input clk,
    input [31:0] ALU_result_in, RD2_in,
    input [4:0] rd_in,
    input [3:0] control_in, 
    output reg [31:0] ALU_result_out, RD2_out,
    output reg [4:0] rd_out,
    output reg [3:0] control_out
);
    always @(posedge clk) begin
        ALU_result_out <= ALU_result_in;
        RD2_out <= RD2_in;
        rd_out <= rd_in;
        control_out <= control_in;
    end
endmodule
==> run summary <==
Buffers on Ports: 146
Worst Hold Path EP: ALU_result_out[17]$_DFF_P_
CTS max path bufs: 2
Post-synth top area cell: dfxtp_1
CTS tree: yes
Seq share, synth: 100%
CTS H-tree depth: 3
Status: completed
Class of the worst hold path: in2reg
Synth top cell by count: dfxtp_1
Fp_density: 16.8%
Congestion Overflow GR: 0
CTS clock-pin slew for the worst setup and hold paths: 0.08 ns
# clock sinks: 73
GP Congestion: 0.638
DRC: 0
Crit path DRT: 0.80 ns
Tot Pwr: 0.00554 W
Routed WL per cell: 13.6 um
Post-synth EDFFs: 0
Chip Area, Yosys: 0.00146 sq mm
Relative slew slack: 93.1%
Hold-fix buffer count after cts: 0
# IOs: 147
PwrDens: 1920 mW/mm^2
CP peak stage delay: 0.32 ns
Core area: 0.00868 sq mm
Fin crit share: 96.8%
Avg Cell Area, Syn: 20.0 sq um
DR pass1 iterations: 4
Top cells, area: dfxtp_1
Log Warnings: 27
Routed vias/inst: 3.11
Synthesis-to-layout area growth: 97.1%
Vias in the first global route: 1200
Multi-In Gates: 0
Routed vias: 1067
Gate Area: 0 sq um
Die Wd: 114 um
Max IR drop VDD: 0.843 mV
Fraction of registers with async set/reset: 0%
Share of cells above drive strength 1: 38.7%
#FFs+latches synth: 73
Commonest cells post-synth: dfxtp_1
Fmax: 1030 MHz
Largest net degree at the start of global routing: 15
Root buf cell: clkbuf_8
Die Ht: 114 um
WP data arrival: 0.77 ns
Routed WL: 4650 um
Critical path cell sequence: buf_6
Final TNS setup: 0 ns
Worst Path Buf+Inv: 1
Metal2 WL: 2070 um
Top fanout value on the critical path: 1
Critical path's slowest cell: dfxtp_2
Met1 Wirelength: 1570 um
Detail Route Antenna Nets: 0
Netlist Area Pre-Place: 0.00146 sq mm
Setup-failing EPs final: 0
Ys cells: 73
# fillers: 905
Post-Layout Cell Count: 343
Chip Area: 0.0130 sq mm
Min Tclk post-route: 0.968 ns
Inserted Diodes: 0
Max cap viols: 0
Worst Max-Slew Pin Slew: 0.104 ns
Critical path endpoint category: primary output
Syn. warnings: 1
Met3 Wirelength: 962 um
Post-synth top flop: dfxtp_1
Fin. Hold Viols: 0
RSZ-0062 raised after global routing: true
Top cell area share: 100%
Hold path depth: 1
Cells after Synth: 73
CTS buffer count: 9
# rows: 34
Max layer used: met4
DR iter-0 viols: 17
Flop area: 0.00147 sq mm
Worst Setup Start Kind: register
Placed insts: 327
Total track usage: 6.83%
Unique cell types: 1
Initial antenna violation count: 0
Setup CP Type: reg2out
First-pass GRT wire length: 6930 um
CP top delay family: flip-flops
HP Start: ALU_result_in[17]
Max Transition Viols Final: 0
Leakage: 1.27 nW
## registers in the layout, indices dropped and copies added, names as in the netlist
| signal | cells |
|---|---|
| rd_out | 5 |
| ALU_result_out | 32 |
| control_out | 4 |
| RD2_out | 32 |
## area by class of cell
type	count	share of cell area, %
Clock inverter	6	1.74
Timing Repair Buffer	146	38.3
Clock buffer	10	4.43
Tap cell	108	4.69
Sequential cell	73	50.9
## metal layers
metal | vias up | track usage [%]
met2 | 87 | 9.79
met3 | 4 | 6.75
met1 | 440 | 7.00
met5 | - | 0
li1 | 536 | -
met4 | 0 | 1.50
## metrics by stage
stage | utilization [%] | setup WS (ns) | instance area [sq um] | hold WS (ns)
floorplan | - | 0.538 | 1460 | 0.228
global placement | 35.2 | 0.00486 | 3060 | 0.649
detailed placement | 35.2 | 0.00586 | 3060 | 0.652
CTS | 33.1 | -0.00293 | 2870 | 0.258
global route | 33.2 | -0.0252 | 2880 | 0.253
finish | 33.2 | 0.0324 | 2880 | 0.288
## kinds of logic (layout without fill, tap and decap cells)
logic type | after synthesis | count (layout) | share of synthesized area [%]
flops | 73 | 73 | 100
buf+inv | 0 | 162 | 0
## how the worst max path moves through the flow
stage	start	to	slack, ns	depth (start not counted)
finish	ALU_result_out[17]$_DFF_P_	ALU_result_out[17]	0.03	1
global route	ALU_result_out[4]$_DFF_P_	ALU_result_out[4]	-0.03	1
CTS	ALU_result_out[17]$_DFF_P_	ALU_result_out[17]	-0.003	1
## placed cells by master (no fill, tap or decap), drive strengths merged
cell type	Yosys	final
dfxtp	73	73
clkinv	0	1
buf	0	73
clkbuf	0	10
clkdlybuf4s50	0	73
inv	0	3
clkinvlp	0	2
## power by group
part	total [W]	internal [W]	switching, W	leakage [nW]
Sequential	0.00309	0.00306	0.0000279	0.616
Combinational	0.000404	0.000341	0.0000628	0.575
Clock	0.00205	0.000931	0.00112	0.0839
Total	0.00554	0.00433	0.00121	1.27
## repair_timing
| item | CTS | global route |
|---|---|---|
| resized | 225 | 4 |
| cloned | 0 | 0 |
| buffers inserted | 0 | 0 |
| endpoints found under the setup margin | 73 | 32 |
No activity file was given, so power comes from the tool's default toggle rates.
